==> ./config.mk <==
export PLATFORM = sky130hd
export DESIGN_NAME = EX_FSM
export DESIGN_NICKNAME = EX_FSM
export VERILOG_FILES = /design/flow/design.v
export SDC_FILE = /design/flow/constraint.sdc
export NUM_CORES = 4
export LEC_CHECK = 1
export CORE_AREA = 10 10 172 172
export DIE_AREA = 0 0 182 182
==> ./constraint.sdc <==
current_design EX_FSM

set clk_period 6.4
set clk_io_pct 0.2

create_clock -name clk0 -period $clk_period [get_ports {clk}]

set non_clock_inputs [all_inputs -no_clocks]
set_input_delay [expr $clk_period * $clk_io_pct] -clock clk0 $non_clock_inputs
set_output_delay [expr $clk_period * $clk_io_pct] -clock clk0 [all_outputs]
==> ./design.v <==
module ALU(alu_in_A, alu_in_B, func, control, alu_out);
input signed  [31:0] alu_in_A;  
input signed  [31:0] alu_in_B;  
input wire    [2:0]  func;	    
input wire           control;   
output reg signed [31:0] alu_out;   
wire unsigned [31:0] in_A_unsigned;
assign in_A_unsigned = alu_in_A;
wire unsigned [31:0] in_B_unsigned;
assign in_B_unsigned = alu_in_B;
always @ (alu_in_A, alu_in_B, func, control) begin 
	case(func)
		3'b000: begin 
			if (control) alu_out = alu_in_A - alu_in_B;  
			else alu_out = alu_in_A + alu_in_B; end  
		3'b001: alu_out = alu_in_A << alu_in_B;  
		3'b010: alu_out = alu_in_A < alu_in_B;  
		3'b011: alu_out = in_A_unsigned < in_B_unsigned;  
		3'b100: alu_out = alu_in_A ^ alu_in_B;  
		3'b101: begin 
			if (control) alu_out = alu_in_A >>> alu_in_B;  
			else alu_out = alu_in_A >> alu_in_B; end  
		3'b110: alu_out = alu_in_A | alu_in_B;  
		3'b111: alu_out = alu_in_A & alu_in_B;  
		default: alu_out = alu_in_A;
    endcase
end
endmodule
module COMP(comp_in_A, comp_in_B, func, comp_out);
input signed  [31:0] comp_in_A;  
input signed  [31:0] comp_in_B;  
input wire    [2:0]  func;	     
output reg           comp_out;   
wire unsigned [31:0] in_A_unsigned;
assign in_A_unsigned = comp_in_A;
wire unsigned [31:0] in_B_unsigned;
assign in_B_unsigned = comp_in_B;
always @ (*) begin
    case (func)
    0: comp_out = (comp_in_A == comp_in_B);          
    1: comp_out = (comp_in_A != comp_in_B);          
    4: comp_out = (comp_in_A < comp_in_B);           
    5: comp_out = (comp_in_A >= comp_in_B);          
    6: comp_out = (in_A_unsigned < in_B_unsigned);   
    7: comp_out = (in_A_unsigned >= in_B_unsigned);  
    default: comp_out = 0;
    endcase
end
endmodule
module EX(Imm, A, B, PC,   
        B_Imm_Alu, A_PC_Alu, B_Imm_Comp, A_PC_Comp,
        alu_func, comp_func, alu_cont,
        alu_res, comp_res, B_res);
input wire [31:0] Imm;  
input wire [31:0] A;    
input wire [31:0] B;    
input wire [31:0] PC;   
input wire B_Imm_Alu, A_PC_Alu, B_Imm_Comp, A_PC_Comp;
input wire [2:0] alu_func, comp_func;
input wire alu_cont;
output wire [31:0] alu_res;   
output wire comp_res;  
output wire [31:0] B_res;     
wire [31:0] forwarded_A;
wire [31:0] forwarded_B;
assign forwarded_A = A;  
assign forwarded_B = B;  
assign B_res = B;
wire [31:0] operand_B_Alu;
MUX_2to1 B_Or_Imm_Alu(forwarded_B, Imm, B_Imm_Alu, operand_B_Alu); 
wire [31:0] operand_A_Alu;
MUX_2to1 A_or_PC_Alu(forwarded_A, PC, A_PC_Alu, operand_A_Alu);
ALU alu(operand_A_Alu, operand_B_Alu, alu_func, alu_cont, alu_res);
wire [31:0] operand_B_Comp;
MUX_2to1 B_Or_Imm_Comp(forwarded_B, Imm, B_Imm_Comp, operand_B_Comp); 
wire [31:0] operand_A_Comp;
MUX_2to1 A_or_PC_Comp(forwarded_A, PC, A_PC_Comp, operand_A_Comp);
COMP comp(operand_A_Comp, operand_B_Comp, comp_func, comp_res);
endmodule
module EX_FSM(IR, Imm, A, B, PC, clk,
            IR_out, ALU_out, COMP_out, PC_out, B_out);
input wire [31:0] IR;  
input wire [31:0] Imm;  
input wire [31:0] A;    
input wire [31:0] B;    
input wire [31:0] PC;   
input wire clk;
wire [31:0] ALU_ex;      
wire COMP_ex;     
wire [31:0] B_ex;        
wire [6:0]  Low_Instr;    
reg B_Imm_Alu, A_PC_Alu; 
reg B_Imm_Comp, A_PC_Comp;
reg alu_cont;
reg  [2:0] alu_func;
wire [2:0] comp_func;
output wire [31:0] IR_out;
output wire COMP_out;
output wire [31:0] ALU_out;
output wire [31:0] PC_out;
output wire [31:0] B_out;
assign Low_Instr = IR[6:0];
assign comp_func = IR[14:12];
always @ (posedge clk) begin
    case (Low_Instr)
    7'b0110111, 7'b0000011, 7'b0100011, 7'b0010011: begin
        B_Imm_Alu = 1;
        A_PC_Alu  = 0;
        alu_func  = IR[14:12];
    end         
    7'b0010111, 7'b1101111, 7'b1100111, 7'b1100011: begin
        B_Imm_Alu = 1;
        A_PC_Alu  = 1;
        alu_func  = 3'b000;
    end  
    7'b0110011: begin
        B_Imm_Alu = 0;
        A_PC_Alu  = 0;
        alu_func  = IR[14:12];
    end 
    default: begin
        B_Imm_Alu = 0;
        A_PC_Alu  = 0;
    end
    endcase
end
always @ (posedge clk) begin
    case (Low_Instr)
    7'b0010011: begin
        B_Imm_Comp = 1;
        A_PC_Comp  = 0;
    end         
    7'b1100011: begin
        B_Imm_Comp = 1;
        A_PC_Comp  = 1;
    end  
    7'b0110011: begin
        B_Imm_Comp = 0;
        A_PC_Comp  = 0;
    end 
    default: begin
        B_Imm_Comp = 0;
        A_PC_Comp  = 0;
    end
    endcase
end
always @ (posedge clk) begin 
    if (alu_func == 3'b101) alu_cont = IR[30];
    else if ((alu_func == 3'b000) && (Low_Instr == 7'b0110011)) alu_cont = IR[30];
    else alu_cont = 0;
end
EX ex(Imm, A, B, PC,   
        B_Imm_Alu, A_PC_Alu, B_Imm_Comp, A_PC_Comp,
        alu_func, comp_func, alu_cont,
        ALU_ex, COMP_out, B_ex);
REG32_S B_reg_ex(clk, 1'b1, B_ex, B_out);
REG32_S ALU_reg_ex(clk, 1'b1, ALU_ex, ALU_out);
REG32_S PC_reg_ex(clk, 1'b1, PC, PC_out);
REG32_S IR_reg_ex(clk, 1'b1, IR, IR_out);
endmodule
module MUX_2to1     (input wire [31:0] mux_in_a,
			        input wire [31:0] mux_in_b,
			        input wire        control,
			        output reg [31:0] mux_out);
always @ (*)       
 if(control == 1)         
  mux_out = mux_in_b;
 else
  mux_out = mux_in_a;
endmodule
module REG32_S(clk, enable, data_in, data_out);
input wire  clk;       
input wire  enable;    
input wire  data_in;   
output reg  data_out;  
always @(posedge clk)
	if (enable == 1) begin
		data_out = data_in;
	end    
endmodule
==> ./run.sh <==
#!/bin/bash
# OpenROAD 26Q1-2900-gdf79404cd8, Yosys 0.63+post, stock flow scripts
make -C /OpenROAD-flow-scripts/flow DESIGN_CONFIG=/design/flow/config.mk WORK_HOME=/design/flow/orfs finish
==> summary.log <==
qor: run_status.status complete, no violations
qor: yosys.syn_inst 554
qor: critical_path.cpMostUsedCell clkdlybuf4s50_1
qor: clock_tree.worst_setup_hold_path_clk_slew 0.04 ns
qor: pwr.power_report.internal_total 339.6 uW
qor: global_route.use_met1 13.28%
qor: final_timing.fin_skew 0.0004344 ns
qor: finish.multiInputGateArea 3885 sq um
qor: critical_path.worst_stage_delay_on_the_critical_path 0.48 ns
qor: critical_path.critical_path_required 5.12 ns
qor: yosys.post-synth-top-area-cell buf_4
qor: final_timing.final_hold_violation_tally 0
qor: final_timing.timing.max_slew.rel_slack 47.26%
qor: yosys.synth_top_flop_cell dfxtp_1
qor: critical_path.timing.critical_path.cells clkdlybuf4s50_1 > mux2_2 > ha_1 > a211oi_1 > nand2_1 > o31ai_1 > o211ai_1 > a221oi_1 > buf_4 > mux2i_1 > o221a_2 > clkdlybuf4s50_1
qor: hold_path.timing.hold.worst_path_depth 1
qor: critical_path.timing.reg2reg.worst_path_depth 10
qor: clock_tree.numClockSinks 12
qor: drt.number_of_nets_still_failing_antenna_checks_after_routing 0
qor: critical_path.worstPathMaxFanout 3
qor: final_timing.setup_viol 0
qor: clock_tree.cts.htree.levels 1
qor: critical_path.worst_path_dominant_cell_family AND-OR/OR-AND gates
qor: clock_tree.number_of_buffers_on_the_longest_clock_path 2
qor: floorplanning.fp.dieH 182 um
qor: drt.detailedRoute.firstIterationViolations 164
qor: pwr.swShare 33.76%
qor: global_route.total_routing_usage_gr 10.10%
qor: critical_path.critical_path.endpoint_type output pin
qor: flow_run.tool_warnings 48
qor: pwr.seq_power_share 16.5%
qor: final_timing.fin_crit 5.783 ns
qor: clock_tree.root_buffer clkbuf_16
qor: final_timing.final_critical_path_setup_slack 0.6171 ns
qor: clock_tree.cts_setup_buffers 0
qor: final_timing.tightestPinTransition 0.7711 ns
qor: floorplanning.std_cell_rows 59
qor: floorplanning.die_width 182 um
qor: global_route.grt_use_met2 16.91%
qor: clock_tree.clock_latency 0.23 ns
qor: yosys.synth.cells.most_frequent buf_4 (129), mux2i_1 (74), mux2_2 (68)
qor: clock_tree.post_cts_hold_buffer_count 0
qor: placement.dpl_worst_slack 0.5676 ns
qor: final_timing.worst_hold_slack 0.5055 ns
qor: drt.route.final.wire_length 18120 um
qor: yosys.yosysCellCount 554
qor: yosys.netlist-cell-type-count 55
qor: drt.dr.pass1.iters 4
qor: floorplanning.initial_utilization 18.47%
qor: yosys.synth_top_cell_by_count buf_4
qor: final_timing.finalClockPeriodUsage 90.36%
qor: flow_run.timing.max_cap.violations 0
qor: hold_path.hp-class flip-flop to flip-flop
qor: drt.dr_vias_cell 3.989
qor: yosys.synth_seq_share 5.647%
qor: final_timing.achievable-frequency 172.9 MHz
qor: critical_path.critical_path.slowest_cell clkdlybuf4s50_1
qor: pwr.cellLeakagePower 2.539 nW
qor: finish.final_cells 1025
qor: yosys.yosysWarningCount 13
qor: global_route.grt_remaining_overflow 0
qor: critical_path.setup.worst_path.start_class primary input
qor: critical_path.path_depth 12
qor: pwr.share_of_power_burned_in_the_clock_network 21.6%
qor: clock_tree.cts_tree yes
qor: finish.sequential_cell_area 272.8 sq um
qor: global_route.gr-usage-met3 3.008%
qor: yosys.yosysChipArea 4786 sq um
qor: final_timing.final.setup.tns 0 ns
qor: yosys.netlist_top_cells_area buf_4 (20%), ha_1 (17%), mux2_2 (16%)
qor: clock_tree.cts_inserted_buffers 3
qor: placement.dp_cells 1019
qor: finish.final.fill_count 2763
qor: finish.finish.utilization 24.00%
qor: floorplanning.chip_area 33120 sq um
qor: critical_path.worst-path-buf-inv 3
qor: critical_path.critPathArrivalTime 4.50 ns
qor: pwr.power.combinational.fraction 61.9%
qor: floorplanning.io_pins 290
qor: global_route.via_count_of_the_first_global_routing_pass 4376
qor: yosys.asyncSetResetFlopFracSynth 0%
qor: global_route.number_of_antenna_violations_at_the_first_check_in_global_routing 4
qor: floorplanning.fp.coreArea 25910 sq um
qor: pwr.worst_ir_drop_vdd 90.79 uV
qor: critical_path.path_class primary input to output pin
qor: yosys.post_synth.cell_area_avg 8.639 sq um
qor: final_timing.grt_setup_unrepaired false
qor: finish.area_delta_synth_final 29.93%
qor: finish.final_layout_size_suffix_gt1_share 12.94%
qor: yosys.synthDominantCellAreaShare 20.24%
qor: drt.via_count 4089
qor: yosys.synth-edff-count 3
qor: placement.hpwlAfterDp 16240 um
qor: global_route.grt_max_degree 39
qor: final_timing.drv_slew 0
qor: placement.gp_congestion 0.8806
qor: global_route.grt_first_pass_wirelength 25810 um
qor: clock_tree.cts_resized 0
qor: global_route.most_heavily_used_metal_layer_in_global_routing met2
qor: pwr.net_switching_power 173.0 uW
qor: pwr.pwr_density_cell 82.43 nW/um^2
qor: drt.drt_drc_violations_left 0
qor: drt.wl_per_cell 17.68 um
qor: yosys.netlist_area 4786 sq um
qor: placement.io_buffers 144
qor: yosys.yosys_register_bits 12
-- registers in the layout, indices dropped and copies added, names as in the netlist --
register,cells
alu_cont,1
B_reg_ex.data_out,1
alu_func,3
A_PC_Alu,1
B_Imm_Comp,1
ALU_reg_ex.data_out,1
A_PC_Comp,1
PC_reg_ex.data_out,1
B_Imm_Alu,1
IR_reg_ex.data_out,1
-- routing by layer --
layer  share of wire (%)  vias to the layer above
li1                    -                     2078
met3                 8.0                        8
met2                  46                      175
met1                  45                     1822
met5                0.23                        -
met4                0.13                        6
-- worst reg2reg max path: cells and delay by family, from the launching register on --
kind,cells,cell delay (ns)
muxes,3,1.18
AOI/OAI and AO/OA,4,0.74
DFF,1,0.30
buffers and inverters,3,0.93
-- final cells by class --
| cell class | count | share of cell area, % |
|---|---|---|
| flip-flops and latches | 12 | 4.386 |
| multi-input cells | 506 | 62.47 |
| inverters | 13 | 0.7847 |
| clock buffers | 3 | 1.207 |
| diodes | 2 | 0.08048 |
| clock inverters | 1 | 0.06036 |
| well taps | 335 | 6.740 |
| repair buffers | 153 | 24.27 |
-- kinds of logic after synthesis --
group           Yosys count  share of synthesized area [%]
buf+inv                 159                          22.82
simple gates             88                          9.751
flops                    12                          5.647
other cells               1                        0.07836
compound gates           79                          10.90
fa+ha+maj                66                          17.25
xor+xnor                  2                         0.3661
mux                     147                          33.18
-- placed cells by master, fill, tap and decap left out, types with 8 or more instances in the layout --
master,instances
a21o_1,12
buf_4,9
o21ai_0,12
nor2_1,17
clkdlybuf4s50_1,144
nand3_1,8
nand2_1,15
inv_1,13
a21oi_1,26
mux2_2,68
conb_1,124
ha_1,66
mux2i_1,74
nand4_1,16
-- power groups by stage --
stage                 logic, mW  clock network (mW)  registers [mW]
final                     0.317               0.111          0.0844
after global routing      0.355               0.116          0.0847
after CTS                 0.322               0.114          0.0844
-- worst paths after layout --
check                    from             endpoint  slack, ns
setup reg to reg    B_Imm_Alu  ALU_reg_ex.data_out       3.13
setup / recovery        PC[7]             COMP_out       0.62
hold reg to reg   alu_func[1]             alu_cont       0.51
hold / removal    alu_func[1]             alu_cont       0.51
-- metrics by stage --
step	power, mW	cell area (sq um)
after floorplan	0.2970	5248
after global placement	0.4044	6135
after detailed placement	0.4053	6135
after CTS	0.5210	6213
after global routing	0.5557	6213
final	0.5126	6218
Power and IR drop assume default switching activity.
