[flow/design.v]
module IMM_EXTD (func, imm_in, imm_out);
input wire [2:0]  func;
input wire [19:0] imm_in;
output reg [31:0] imm_out;
always @ (*) begin
    case(func)
    3'b000: imm_out = {{20{imm_in[11]}}, imm_in[11:0]};     
    3'b001: imm_out = {{19{imm_in[12]}}, imm_in[12:0]};     
    3'b010: imm_out = {{12{imm_in[19]}}, imm_in[19:0]};     
    3'b101: imm_out = {{19'h00000}, {imm_in[11:0]}};        
    endcase
end
endmodule
module READ_FSM(IR, WB_data, WB_address, PC, clk,
            IR_out, A_out, B_out, PC_out, I_out);
input wire [31:0] IR;
input wire [31:0] WB_data;
input wire [31:0] PC;
input wire [4:0]  WB_address;
input wire        clk;
reg  [4:0]  A_address;
reg  [4:0]  B_address;
wire        rst;
wire        write_en;
reg  [2:0]  I_func;
reg  [19:0] Imm;
wire [31:0] A_int;
wire [31:0] B_int;
wire [31:0] I_int;
output wire [31:0] IR_out;
output wire [31:0] A_out;
output wire [31:0] B_out;
output wire [31:0] I_out;
output wire [31:0] PC_out;
assign write_en = 1'b1;
REG32_Bank registers(clk, rst, write_en, WB_address, WB_data, 
                A_address, A_int, B_address, B_int);
IMM_EXTD I_extender(I_func, Imm, 
                I_int);
always @ (IR) begin
    A_address = IR[19:15];
    B_address = IR[24:20];
end
always @ (IR) begin
    if (IR[6:0] == 7'b1100011) begin  
        Imm = {IR[31], IR[7], IR[30:25], IR[11:8]};
        if (IR[13] == 1'b1) I_func = 3'b101;
        else I_func = 3'b001;  
        end
    else if (IR[6:0] == 7'b0000011) begin  
        Imm = {IR[31:20]};
        if (IR[14] == 1'b1) I_func = 3'b101;
        else I_func = 3'b001;  
        end
    else if ((IR[6:0] == 7'b0110111)|(IR[6:0] == 7'b0010111)) begin  
        Imm = {IR[31:12]};
        I_func = 3'b101;
        end
    else if (IR[6:0] == 7'b1101111) begin  
        Imm = {IR[31], IR[19:12], IR[20], IR[30:21]};
        I_func = 3'b001;
        end
    else if (IR[6:0] == 7'b1100111) begin  
        Imm = {IR[31:20]};
        I_func = 3'b001;
        end
    else if (IR[6:0] == 7'b0100011) begin  
        Imm = {IR[31:25], IR[11:7]};
        I_func = 3'b101;
        end
    else if (IR[6:0] == 7'b0010011) begin  
        Imm = {IR[31:25], IR[11:7]};
        if (IR[14:12] == 3'b011) I_func = 3'b101;
        else I_func = 3'b101;
        end
end
REG32_S IR_reg_mem(clk, 1'b1, IR, IR_out);
REG32_S PC_reg_mem(clk, 1'b1, PC, PC_out);
REG32_S A_reg_mem(clk, 1'b1, A_int, A_out);
REG32_S B_reg_mem(clk, 1'b1, B_int, B_out);
REG32_S I_reg_mem(clk, 1'b1, I_int, I_out);
endmodule
module REG32_Bank (clk, rst, write_en, write_addr, write_data, 
  read_addr_A, read_data_A, read_addr_B, read_data_B);
input  wire        clk;          
input  wire        rst;          
input  wire        write_en;     
input  wire  [4:0] write_addr;   
input  wire [31:0] write_data;   
input  wire  [4:0] read_addr_A;  
output wire [31:0] read_data_A;  
input  wire  [4:0] read_addr_B;  
output wire [31:0] read_data_B;	 
reg  [31:0] xr [0:31];				 
initial xr[0] = 32'h00000000; 
assign read_data_A = (read_addr_A == 0) ? 32'h00000000 : xr[read_addr_A];
assign read_data_B = (read_addr_B == 0) ? 32'h00000000 : xr[read_addr_B];
always @ (posedge clk)
  if (write_en && (write_addr != 0))		 
    xr[write_addr] <= write_data;
endmodule
module REG32_S(clk, enable, data_in, data_out);
input wire  clk;       
input wire  enable;    
input wire  data_in;   
output reg  data_out;  
always @(posedge clk)
	if (enable == 1) begin
		data_out = data_in;
	end    
endmodule
[flow/run.sh]
#!/bin/bash
# OpenROAD 26Q1-2900-gdf79404cd8, Yosys 0.63+post, stock flow scripts
make -C /OpenROAD-flow-scripts/flow DESIGN_CONFIG=/design/flow/config.mk WORK_HOME=/design/flow/orfs finish
[flow/config.mk]
export PLATFORM = sky130hd
export DESIGN_NAME = READ_FSM
export DESIGN_NICKNAME = READ_FSM
export VERILOG_FILES = /design/flow/design.v
export SDC_FILE = /design/flow/constraint.sdc
export NUM_CORES = 4
export LEC_CHECK = 1
export CORE_AREA = 10 10 148 148
export DIE_AREA = 0 0 158 158
[flow/constraint.sdc]
current_design READ_FSM

set clk_period 1.9
set clk_io_pct 0.2

create_clock -name clk0 -period $clk_period [get_ports {clk}]

set non_clock_inputs [all_inputs -no_clocks]
set_input_delay [expr $clk_period * $clk_io_pct] -clock clk0 $non_clock_inputs
set_output_delay [expr $clk_period * $clk_io_pct] -clock clk0 [all_outputs]
==> impl_metrics.tcl <==
# collected from the flow reports
set metrics [dict create \
    grtUsageTotal_pct 5.01 \
    antenna_found_initial 4 \
    area_leaders "buf_4, edfxtp_1, mux4_2, mux4_1, nor2_1" \
    yosysTopAreaCellShare_pct 37.9 \
    untimed_endpoints 2 \
    ys_warn_count 14 \
    vias_per_cell 3.03 \
    synth-seq-cells 37 \
    warning_count 99 \
    fmax_ghz 0.546 \
    hold_buffers 0 \
    ys_types 35 \
    setup_viol_count_final 0 \
    yosys-stat-area_sq_um 3170 \
    comb_area_sq_um 1480 \
    drc 0 \
    end_kind "register" \
    die_w_um 158 \
    unclocked_pins 1 \
    io_pins 262 \
    synth_area_sq_um 3170 \
    row_count 50 \
    max-cap-violations 0 \
    area_growth_pct 9.07 \
    hold_viol_final 0 \
    worstPathMaxFanout 3 \
    cts_buffer_depth 2 \
    drive_gt1_share_pct 14.9 \
    seq_area_sq_um 1050 \
    layout_top_cells "conb_1, nor2_1, clkdlybuf4s50_1, edfxtp_1, buf_4" \
    clk_pin_slew_ns 0.06 \
    crit_type "in2reg" \
    vias 1830 \
    n_antenna_cell 0 \
    async_flop_share_pct 0 \
    final_design_area_no_fill_sq_um 3460 \
    die_area_sq_um 25000 \
    drt_wl_total_mm 6.84 \
    drv_slew 0 \
    grt_pass1_wl_mm 10.2 \
    firstDrtPassIters 4 \
    final_util_pct 18.5 \
    status "completed" \
    worst_ep_arrival_time_ns 1.99 \
    nFillCells 2043 \
    pwr_density_cell_nw_per_um2 575 \
    grt-ovfl-total 0 \
    finClkSkew_ns 0.00304 \
    worstSetupStartpointType "input pin" \
    initCoreUtil_pct 17.0 \
    whs_ns 0.550 \
    cts_root_buffer "clkbuf_16" \
    ys.flop_type "edfxtp_1" \
    ys_cells 324 \
    synthCells 324 \
    hold_class "in2reg" \
    fin_crit_sh_pct 96.4 \
    place_area_sq_um 3270 \
    setup_ws_ns 0.0676 \
    grt_max_degree 32 \
    grt_pass1_vias 2149 \
    numCtsBuffers 5 \
    clk_latency_ns 0.27 \
    cellLeakagePower_nw 1.45 \
    place_ws_ns -0.362 \
    syn_area_per_cell_sq_um 9.79 \
    dp_hpwl_mm 5.85 \
    ir_worst_vdd_uv 307 \
    routabilityCongestion 0.831 \
    critPathRequiredTime_ns 2.06 \
    edf_count 31 \
    h-tree-depth 2 \
    wl_per_cell_um 11.3 \
    min_period_ns 1.83 \
    synth_top_cell_by_area "buf_4" \
    drtAntennaViolNets 0 \
    cts_tree "yes" \
    coreArea_sq_um 18700 \
    port_buffers 32 \
    drt_iter0_markers 80 \
    die_y_um 158 \
    lay_top_count "conb_1" \
]
[routing by layer]
| layer | vias to the layer above | GRT usage (%) | wire length [um] | part of all wire, % |
|---|---|---|---|---|
| li1 | 874 | - | - | - |
| met1 | 821 | 5.88 | 2870 | 42 |
| met3 | 12 | 1.93 | 508 | 7.4 |
| met5 | - | 0 | 53 | 0.78 |
| met4 | 8 | 0.529 | 64 | 0.94 |
| met2 | 115 | 8.79 | 3340 | 49 |
[area by class of cell]
type                    instances  area share, %
inverters                       1          0.108
multi-input cells             271           42.8
clock inverters                 3          0.542
flip-flops and latches         37           30.2
repair buffers                 53           14.2
clock buffers                   5           3.62
well taps                     234           8.46
[synth_stat cells, types with 2 or more instances]
cell type and n:
edfxtp_1 31, mux2i_1 2, mux4_2 7, nor2_1 35, buf_2 4, o21ai_0 2
mux4_1 5, a21oi_1 8, or3_1 2, clkbuf_1 4, a31oi_1 4, buf_4 160
a22oi_1 3, dfxtp_1 5, nor3_1 3, mux2_2 5, nand2b_1 5, nand2_1 11
a211oi_1 3, or3b_2 2, nor2b_1 5, or2_2 2, nand3b_1 4
[power breakdown]
| part | leakage (nW) | switching [W] | internal (W) |
|---|---|---|---|
| registers | 0.330 | 0.00000836 | 0.000883 |
| logic | 1.05 | 0.000139 | 0.000168 |
| clock network | 0.0736 | 0.000307 | 0.000482 |
| total | 1.45 | 0.000455 | 0.00153 |
[metrics by stage]
step                      total power [W]  TNS (ns)  cells
after floorplan                   0.00127         0    478
after global placement            0.00121    -0.649    595
after detailed placement          0.00121    -0.646    595
after CTS                         0.00202         0    604
after global routing              0.00209   -0.0186    604
final                             0.00199         0    604
[sequential cells by signal (all words and copies together) (netlist names)]
| register | flops |
|---|---|
| I_reg_mem.data_out | 1 |
| IR_reg_mem.data_out | 1 |
| A_reg_mem.data_out | 1 |
| registers.xr | 31 |
| B_reg_mem.data_out | 1 |
| Imm | 1 |
| PC_reg_mem.data_out | 1 |
[timing repair]
item                                    4_1_cts  5_1_grt
hold endpoints to repair                      0        0
cloned                                        0        0
gates resized                                 9        9
endpoints found under the setup margin        1        2
setup buffers                                 1        0
pin swaps                                     0        6
[critical path: stages]
cell             delay [ns]
clkdlybuf4s50_1        0.47
buf_6                  0.12
mux4_2                 0.49
mux2_4                 0.29
a22oi_2                0.16
a22oi_1                0.08
[path summary, 6_finish.rpt]
check	depth (start not counted)	to	slack [ns]	start
worst min-delay path	1	PC_reg_mem.data_out$_DFF_P_	0.55	PC[0]
worst max register to register	4	B_reg_mem.data_out$_SDFF_PN0_	0.39	registers.xr[31][0]$_DFFE_PP_
worst min register to register	4	A_reg_mem.data_out$_SDFF_PN0_	0.80	registers.xr[21][0]$_DFFE_PP_
worst max-delay path	6	B_reg_mem.data_out$_SDFF_PN0_	0.07	IR[20]
[logic make-up after synthesis]
| kind of cell | after synthesis | synth area share, % |
|---|---|---|
| buffers and inverters | 170 | 39.4 |
| and+or+nand+nor | 71 | 10.6 |
| DFF | 36 | 32.5 |
| AOI/OAI and AO/OA | 26 | 5.37 |
| muxes | 19 | 11.5 |
| latches | 1 | 0.473 |
| other | 1 | 0.118 |
No activity file was given, so power comes from the tool's default toggle rates.
